==> design/flow/design.v <==
`timescale 1ns / 1ps
module crash_detection #(
        parameter int HISTORY_LEN = 16  
    )(
        input   logic           clk,
        input   logic           arst_n,
        input   logic           i_state_rst,
        input   logic           i_sensors_valid,
        input   logic [15:0]    i_gps,
        input   logic [15:0]    i_accel_z,
        input   logic [15:0]    i_accel_y,
        input   logic [15:0]    i_accel_x,
        input   logic [15:0]    i_gyro_z,
        input   logic [15:0]    i_gyro_y,
        input   logic [15:0]    i_gyro_x,
        input   logic [15:0]    i_delta,
        input   logic [31:0]    ireg_speed_threshold,
        input   logic [31:0]    ireg_non_fatal_accel_threshold,
        input   logic [31:0]    ireg_fatal_accel_threshold,
        input   logic [31:0]    ireg_angle_threshold,
        input   logic [31:0]    ireg_angle_in_motion_threshold,
        input   logic [31:0]    ireg_angular_speed_threshold,
        output  logic [1:0]     o_state,
        output  logic           o_non_fatal_intr,
        output  logic           o_fatal_intr
    );
    logic [11:0] accel_max_norm;
    logic [15:0] next_accel;
    max_norm_3_axes #(
        .DATA_LEN(16),
        .DATA_MSB(12)
    ) u_accel_max_norm (
        .i_data_x(i_accel_x),
        .i_data_y(i_accel_y),
        .i_data_z(i_accel_z),
        .o_data_max_norm(accel_max_norm)
    );
    assign next_accel = {4'b0, accel_max_norm};
    logic [15:0] gyro_max_norm;
    logic [15:0] next_gyro;
    max_norm_3_axes #(
        .DATA_LEN(16),
        .DATA_MSB(16)
    ) u_gyro_max_norm (
        .i_data_x(i_gyro_x),
        .i_data_y(i_gyro_y),
        .i_data_z(i_gyro_z)
    );
    assign next_gyro = gyro_max_norm;
    logic [HISTORY_LEN:0][15:0] shift_gps;
    logic [HISTORY_LEN-1:0][15:0] shift_delta, shift_accel, shift_gyro;
    always_ff @(posedge clk or negedge arst_n) begin
        if (~arst_n) begin
            shift_gps       <= '0;
            shift_accel     <= '0;
            shift_gyro      <= '0;
            shift_delta     <= '0;
        end else if (i_state_rst) begin
            shift_gps       <= '0;
            shift_accel     <= '0;
            shift_gyro      <= '0;
            shift_delta     <= '0;
        end else if (i_sensors_valid) begin
            shift_gps       <= {shift_gps[HISTORY_LEN-1:0],i_gps};
            shift_accel     <= {shift_accel[HISTORY_LEN-1-1:0],next_accel};
            shift_gyro      <= {shift_gyro[HISTORY_LEN-1-1:0],next_gyro};
            shift_delta     <= {shift_delta[HISTORY_LEN-1-1:0],i_delta};
        end  
    end
    logic [HISTORY_LEN-1+3:0] accel_running_sum, gyro_running_sum, delta_running_sum;
    always_comb begin
        accel_running_sum = '0;
        gyro_running_sum = '0;
        delta_running_sum = '0;
        for (int i =0; i <= HISTORY_LEN-1; i++) begin
            accel_running_sum = accel_running_sum + shift_accel[i];
            gyro_running_sum = gyro_running_sum + shift_gyro[i];
            delta_running_sum = delta_running_sum + shift_delta[i];
        end
    end
    logic [HISTORY_LEN-1:0] avg_accel, avg_gyro;
    assign avg_accel = accel_running_sum >> $clog2(HISTORY_LEN);
    assign avg_gyro = gyro_running_sum >> $clog2(HISTORY_LEN);
    logic [15:0][HISTORY_LEN-1:0] inst_speeds;
    logic [HISTORY_LEN-1+3:0] speed_running_sum;
    logic [HISTORY_LEN-1:0] avg_speed;
    always_comb begin
        for (int i = 0; i < HISTORY_LEN; i++) begin
            if (shift_delta[i] > 0) begin
                inst_speeds[i] = (shift_gps[i] - shift_gps[i+1]) / shift_delta[i];
            end else begin
                inst_speeds[i] = '0;
            end
        end
    end
    always_comb begin
        speed_running_sum = '0;
        for (int i =0; i <= HISTORY_LEN-1; i++) begin
            speed_running_sum = speed_running_sum + inst_speeds[i];
        end
    end
    assign avg_speed = speed_running_sum >> $clog2(HISTORY_LEN);
    typedef enum logic [1:0] {
        SAFE                = 2'b00,
        NON_FATAL           = 2'b01,
        FATAL               = 2'b10
    } crash_state_t;
    crash_state_t state, state_next;
    always_ff @(posedge clk or negedge arst_n) begin
        if (~arst_n) begin
            state       <= SAFE;
        end else if (i_state_rst) begin
            state       <= SAFE;
        end else begin
            state       <= state_next;
        end
    end
    always_comb begin
        state_next = state;
        case(state)
            SAFE: begin
                state_next = SAFE;
                if ((avg_speed >= ireg_speed_threshold) && (
                    (avg_accel > ireg_fatal_accel_threshold) ||
                    (avg_gyro > ireg_angle_threshold)
                )) begin
                    state_next = FATAL;
                end else if ((avg_speed < ireg_speed_threshold) && (
                    (avg_accel > ireg_non_fatal_accel_threshold) ||
                    (avg_gyro > ireg_angle_threshold)
                )) begin
                    state_next = NON_FATAL;
                end
            end
            NON_FATAL: begin
                state_next = NON_FATAL;
                if (i_state_rst) state_next = SAFE;
            end
            FATAL: begin
                state_next = FATAL;
                if (i_state_rst) state_next = SAFE;
            end
            default: state_next = SAFE;
        endcase
    end
    assign o_state = state;
    assign o_non_fatal_intr = (state == NON_FATAL);
    assign o_fatal_intr = (state == FATAL);
endmodule
`timescale 1ns / 1ps
module max_norm_3_axes #(
        parameter int DATA_LEN  = 16,
        parameter int DATA_MSB  = 12
    )(
        input   logic [DATA_LEN-1:0]    i_data_x,
        input   logic [DATA_LEN-1:0]    i_data_y,
        input   logic [DATA_LEN-1:0]    i_data_z,
        output  logic [DATA_MSB-1:0]    o_data_max_norm
    );
    logic signed [DATA_LEN-1:0] sx, sy, sz;
    assign sx = signed'(i_data_x);
    assign sy = signed'(i_data_y);
    assign sz = signed'(i_data_z);
    logic [DATA_MSB-1:0] abs_x, abs_y, abs_z;
    assign abs_x = sx[DATA_LEN-1] ? DATA_MSB'(-sx[DATA_MSB-1:0]) : sx[DATA_MSB-1:0];
    assign abs_y = sy[DATA_LEN-1] ? DATA_MSB'(-sy[DATA_MSB-1:0]) : sy[DATA_MSB-1:0];
    assign abs_z = sz[DATA_LEN-1] ? DATA_MSB'(-sz[DATA_MSB-1:0]) : sz[DATA_MSB-1:0];
    logic [DATA_MSB-1:0] max_norm;
    always_comb begin
        max_norm = abs_x;
        if (abs_y > max_norm) max_norm = abs_y;
        if (abs_z > max_norm) max_norm = abs_z;
    end
    assign o_data_max_norm = max_norm;
endmodule
==> design/flow/run.sh <==
#!/bin/bash
# OpenROAD 26Q1-2900-gdf79404cd8, Yosys 0.63+post, stock flow scripts
make -C /OpenROAD-flow-scripts/flow DESIGN_CONFIG=/design/flow/config.mk WORK_HOME=/design/flow/orfs finish
==> design/flow/config.mk <==
export PLATFORM = sky130hd
export DESIGN_NAME = crash_detection
export DESIGN_NICKNAME = crash_detection
export VERILOG_FILES = /design/flow/design.v
export SDC_FILE = /design/flow/constraint.sdc
export NUM_CORES = 4
export LEC_CHECK = 1
export CORE_UTILIZATION = 50
==> design/flow/constraint.sdc <==
current_design crash_detection

set clk_period 55.5
set clk_io_pct 0.2

create_clock -name clk0 -period $clk_period [get_ports {clk}]

set non_clock_inputs [all_inputs -no_clocks]
set_input_delay [expr $clk_period * $clk_io_pct] -clock clk0 $non_clock_inputs
set_output_delay [expr $clk_period * $clk_io_pct] -clock clk0 [all_outputs]
==> run summary <==
The full implementation flow was run.

The flow ran to the end, but the final reports show violations. The checks that failed: design-rule violations. The number of setup violations in the final report stands at 0.

For reference, the clock transition at the flip-flops on the worst setup and hold paths is ~0.07 ns. The area taken by flip-flops and latches stands at 18,400 um2. Per the synth stats, the flop cell with the highest instance count is sky130_fd_sc_hd__dfrtp_1.

The setup path with the least slack is of type flip-flop to flip-flop. STA classifies the critical path endpoint as a flip-flop. The final worst clock skew stands at ~0.047 ns. The required time of the worst setup path stands at roughly 56 ns.

According to the floorplan report, the total die area is ~330,000 um2. Per the detailed-route log, wirelength across all metal layers totals ~520 mm. After routing, the total negative slack on setup checks comes to 0 ns. At the pin with the least slew margin, the transition time is about 0.96 ns. CTS placed an instance of sky130_fd_sc_hd__clkbuf_16 at the clock tree root. The report gives the cell count of the worst hold path as 2. The OpenROAD warning count stands at 191. The average detailed-routed wire length per instance stands at 20.4 um.

For the worst reg-to-reg path, the startpoint reported by OpenROAD is shift_gps[225]$_DFFE_PN0P_. The synthesis stat section lists a flop and latch total of 737. The highest clock rate stands at 0.0231 GHz.

The initial antenna violation count is 12. The worst hold slack after final layout stands at ~0.52 ns. The fraction of layout cells with a size suffix above 1 stands at 6.50%.

Counting flops with an async set or reset pin after synthesis yields a share of roughly 100%. The number of enable-type register cells in the synthesized netlist stands at 0. The flow measured a signed area growth from synthesis to layout of 7.15%. The synthesized instance count is 21,133. The core footprint stands at between 300,000 and 400,000 um2.

The worst hold path terminates at shift_gps[264]$_DFFE_PN0P_. The global route stage reports its total congestion overflow as 0. The global-route wire length before repair stands at approximately 800 mm. The filler-free cell count of the finished design stands at 25,666. The x dimension of the die stands at around 570 um. The DRC violation count after routing stands at 6. STA shows the worst reg2reg path with a cell count of roughly 170. The filler cell count stands at a little over 30,000.

Max-slew check failures listed in the final report amount to 0. The multi-input combinational cell area stands at ~140,000 um2. The worst hold path belongs to the class flip-flop to flip-flop.

The global-route total usage across every layer stands at around 32%. The violation count after the first detailed-routing iteration stands at 9,805. In this run the mean area of a mapped cell was between 7 and 8 um2. Summed over all nets, the half-perimeter wirelength after detailed placement is between 400 and 500 mm.

Buffers added to address setup during post-CTS repair amount to 0. The largest incremental delay on the critical path stands at between 0.7 and 0.8 ns. The tree built by TritonCTS fans out to 737 sinks.

The share of the cycle needed by the critical path after routing stands at between 70 and 80%. The routed via count divided by cell count stands at around 6. Setup repair after global routing left no endpoint under its margin. The first detailed-routing pass ran for about 49 iterations. The top cell type in the final layout, fill and taps aside, is sky130_fd_sc_hd__ha_1. Across all setup checks in the final design, the least slack found is 12.28 ns. The number of failing hold endpoints at the final stage stands at 0.

Per the STA report, the cell with the highest stage delay on the worst path is sky130_fd_sc_hd__o31ai_1. The maximum level of the CTS H-tree stands at 3. The distinct cell type count after synthesis stands at between 100 and 150.

The count of instances resized after the clock tree is built stands at 0. The starting density of the core stands at 50.2%. The data arrival at the endpoint of the critical path stands at 43.90 ns. Per the post-place timing report, worst setup slack is 12.73 ns. The die is roughly 570 um tall. The count of buffers from port buffering stands at 206. The post-synthesis cell count from yosys stands at around 21,000.

In this run the cell area of the synthesized design comes to 163,000 um2. In this run the worst path has a maximum fanout of 24. STA classifies the critical path startpoint as a flip-flop. The number of buffers on the longest clock path stands at 3.

TritonCTS built the clock tree. Row generation in the floorplan step produced about 210 rows. For the worst-skew pair, the clock arrives at the later sink with an insertion delay of 0.75 ns. Per the run summary, max-cap violations total 0. The time the final worst path needs with I/O delays and setup stands at 43.22 ns. The via count of the first global-routing pass was around 140k. The number of clock buffers inserted by TritonCTS stands at 91. The instance count after placement with tap cells included stands at 25,498. The remaining antenna violation count after routing stands at 0. The cell that appears most often on the critical path is sky130_fd_sc_hd__ha_1. The report puts the hold buffer count at CTS at 0. The worst register-to-register path ends at state[0]$_DFF_PN0_. The library cells used most frequently in the layout, excluding fill and tap cells, are sky130_fd_sc_hd__ha_1, sky130_fd_sc_hd__nor2_1, sky130_fd_sc_hd__nand2_1. The total cell area reported by yosys after synthesis stands at roughly 160,000 um2.

The max-slew headroom at the worst pin stands at 34.6%. According to the I/O placement log, the pin count is 328. Entering global routing, the biggest net connects between 100 and 150 pins.

The worst-case register-to-register setup slack stands at between 10 and 15 ns. Summing the sequential cell areas from Yosys gives 11.3% of the chip area. The total via count in the routed design stands at around 150k.

The number of synthesis warnings stands at 19. Per the hold report, the tightest min-delay path originates at shift_gps[264]$_DFFE_PN0P_. At the end of routability-driven placement, the weighted congestion stood at slightly above 1. The finished layout reports a core utilization of between 50% and 60%.
## worst max path at each step
stage / start / to / slack [ns] / cells after the start
CTS: shift_gps[225]$_DFFE_PN0P_ / state[0]$_DFF_PN0_ / 12.53 / 174
global route: shift_gps[24]$_DFFE_PN0P_ / state[0]$_DFF_PN0_ / 9.24 / 164
finish: shift_gps[225]$_DFFE_PN0P_ / state[0]$_DFF_PN0_ / 12.28 / 174
## metal layers
metal,GRT usage [%],share of wire [%]
met2,46.9,41
met4,6.42,2.4
met3,8.78,8.7
met5,0.279,0.013
met1,48.9,48
## logic make-up (layout without fill, tap and decap cells)
family                   count (synthesis)  count (layout)  synth area share (%)
multiplexers                          1334            1334                  8.57
AND/OR/NAND/NOR                       7143            7143                  20.5
flip-flops                             737             737                  11.3
buffers and inverters                 2047            2252                  4.74
AND-OR/OR-AND                         5650            5650                  23.2
other                                    0               3                     0
adder cells (fa/ha/maj)               3027            3027                  25.3
XOR/XNOR                              1195            1195                  6.43
## flip-flops by register name, summed over array words and instances (netlist names)
name         flops
shift_delta    256
shift_gps      272
shift_gyro      15
state            2
shift_accel    192
## synth_stat cells (563+ instances only)
master | number | area [um2]
sky130_fd_sc_hd__ha_1 | 2595 | 32500
sky130_fd_sc_hd__nor2_1 | 2572 | 9650
sky130_fd_sc_hd__nand2_1 | 1583 | 5940
sky130_fd_sc_hd__inv_1 | 1531 | 5750
sky130_fd_sc_hd__a21oi_1 | 1322 | 6620
sky130_fd_sc_hd__o21ai_0 | 986 | 4930
sky130_fd_sc_hd__mux2i_1 | 873 | 8740
sky130_fd_sc_hd__nor3_1 | 849 | 4250
sky130_fd_sc_hd__o21a_1 | 782 | 5870
sky130_fd_sc_hd__dfrtp_1 | 737 | 18400
sky130_fd_sc_hd__xnor2_1 | 737 | 6450
sky130_fd_sc_hd__a21o_1 | 563 | 4230
## cell type report
cell class / count / share of cell area (%)
multi-input cells: 18349 / 78.4
flip-flops and latches: 737 / 10.6
inverters: 1533 / 3.30
well taps: 4325 / 3.10
repair buffers: 554 / 2.73
clock buffers: 117 / 1.45
clock inverters: 48 / 0.410
diodes: 3 / 0.00431
## stage by stage
step	cell area, um2
after CTS	174000
after global routing	174000
after floorplan	163000
after detailed placement	171000
final	174000
after global placement	171000
## critical path: cells and delay by family (launching register included)
family	cells	cell delay, ns
AND/OR/NAND/NOR	44	9.14
XOR/XNOR	1	0.11
multiplexers	2	0.28
adder cells (fa/ha/maj)	25	8.16
flip-flops	1	0.62
buffers and inverters	12	1.94
AND-OR/OR-AND	90	22.84
