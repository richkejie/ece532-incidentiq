`flow/design.v`:
```
`timescale 1ns / 1ps
module bram_writer(
    input   logic           clk,
    input   logic           arst_n,
    input   logic           i_valid,
    input   logic [31:0]    i_data,
    input   logic [31:0]    i_bram_addr,
    output  logic [31:0]    o_bram_addr,
    output  logic [31:0]    o_bram_din,
    output  logic [3:0]     o_bram_we,
    output  logic           o_bram_en
    );
    assign o_bram_en = 1'b1;  
    always @(posedge clk or negedge arst_n) begin
        if (~arst_n) begin
            o_bram_addr       <= '0;
            o_bram_din        <= '0;
            o_bram_we         <= '0;
        end else begin
            if (i_valid) begin
                o_bram_addr   <= i_bram_addr;
                o_bram_din    <= i_data;
                o_bram_we     <= 4'b1111;  
            end else begin
                o_bram_addr   <= '0;
                o_bram_din    <= '0;
                o_bram_we     <= '0;
            end
        end
    end
endmodule
`timescale 1ns / 1ps
module data_packager(
    input   logic           clk,
    input   logic           arst_n,              
    input   logic           i_accel_valid,       
    input   logic           i_gyro_valid,        
    input   logic [15:0]    i_gps,
    input   logic [15:0]    i_accel_z,           
    input   logic [15:0]    i_accel_y,           
    input   logic [15:0]    i_accel_x,           
    input   logic [15:0]    i_gyro_z,            
    input   logic [15:0]    i_gyro_y,            
    input   logic [15:0]    i_gyro_x,            
    input   logic [7:0]     i_temp,
    input   logic [7:0]     i_delta,
    output  logic           o_data_recv,
    output  logic [127:0]   o_packet,
    output  logic           o_packet_valid,
    output  logic [31:0]    o_data_packet_bram_addr,
    output  logic [31:0]    o_data_packet_bram_din,
    output  logic [3:0]     o_data_packet_bram_we,
    output  logic           o_data_packet_bram_en
    );
    logic all_sensors_valid = i_accel_valid & i_gyro_valid;
    logic in_valid;
    always_ff @(posedge clk or negedge arst_n) begin
        if (~arst_n) begin
            in_valid        <= 1'b0;
        end else if (all_sensors_valid) begin
            in_valid        <= 1'b1;
        end else begin
            in_valid        <= 1'b0;
        end
    end
    always_ff @(posedge clk or negedge arst_n) begin
        if (~arst_n) begin
            o_data_recv     <= 1'b0;
        end else if (in_valid) begin
            o_data_recv     <= 1'b1;
        end else begin
            o_data_recv     <= 1'b0;
        end
    end
    logic [127:0]            packet;
    assign o_packet         = packet;
    assign o_packet_valid   = in_valid;
    always_comb begin
        packet = {
            i_gps,           
            i_accel_z,         
            i_accel_y,
            i_accel_x,
            i_gyro_z,          
            i_gyro_y,
            i_gyro_x,
            i_temp,          
            i_delta          
        };
    end
    logic [10:0] word_counter;
    always_ff @(posedge clk or negedge arst_n) begin
        if (~arst_n) begin
            word_counter                        <= 11'd4;
        end else if (in_valid) begin
            word_counter                    <= word_counter + 11'd4;  
        end
    end
    bram_writer u_data_packet_mem_writer(
        .clk(clk),
        .arst_n(arst_n),
        .i_valid(in_valid),
        .i_data(packet[31:0]),
        .i_bram_addr({21'd0, word_counter}),
        .o_bram_addr(o_data_packet_bram_addr),
        .o_bram_din(o_data_packet_bram_din),
        .o_bram_we(o_data_packet_bram_we),
        .o_bram_en(o_data_packet_bram_en)
    );
endmodule
```
`flow/run.sh`:
```
#!/bin/bash
# OpenROAD 26Q1-2900-gdf79404cd8, Yosys 0.63+post, stock flow scripts
make -C /OpenROAD-flow-scripts/flow DESIGN_CONFIG=/design/flow/config.mk WORK_HOME=/design/flow/orfs finish
```
`flow/config.mk`:
```
export PLATFORM = sky130hd
export DESIGN_NAME = data_packager
export DESIGN_NICKNAME = data_packager
export VERILOG_FILES = /design/flow/design.v
export SDC_FILE = /design/flow/constraint.sdc
export NUM_CORES = 4
export LEC_CHECK = 1
export CORE_AREA = 10 10 135 135
export DIE_AREA = 0 0 145 145
```
`flow/constraint.sdc`:
```
current_design data_packager

set clk_period 3.4
set clk_io_pct 0.2

create_clock -name clk0 -period $clk_period [get_ports {clk}]

set non_clock_inputs [all_inputs -no_clocks]
set_input_delay [expr $clk_period * $clk_io_pct] -clock clk0 $non_clock_inputs
set_output_delay [expr $clk_period * $clk_io_pct] -clock clk0 [all_outputs]
```
==> flow_summary.yaml <==
# synthesis and place-and-route metrics
status:
  run_status: "finished, final reports clean"
timing:
  rsz0062_at_grt: "false"
  holdWs_ns: 0.393
  slew_headroom_pct: 58.8
  worstMarginPinSlew_ns: 0.618
  fin_crit_sh_pct: 69.4
  hold_violations: 0
  finClkSkew_ns: 0.00531
  fmax_ghz: 0.424
  finalSetupViolCount: 0
  tns_ns: 0
  finalWorstPathRequiredPeriod_ns: 2.36
  drv_slew: 0
setup_path:
  path_cells: "clkdlybuf4s50_1, clkdlybuf4s50_1"
  crit_fanout: 2
  crit_path_max_incr_delay_ns: 0.51
  crit_type: "in -> out"
  cp-end-kind: "primary output"
  worstPathRequired_ns: 2.72
  cp_common_cell: "clkdlybuf4s50_1"
  r2r_start: "word_counter[2]$_DFFE_PN1P_"
  r2r_slack_ns: 2.03
  start_kind: "input pin"
  crit_family: "buffers and inverters"
  regToRegEndpoint: "word_counter[8]$_DFFE_PN0P_"
  crit_buf_inv: 2
  arrival_ns: 1.68
  cp_slowest_cell: "clkdlybuf4s50_1"
  reg2regPathDepth: 4
layout:
  mostFrequentLayoutCell: "clkdlybuf4s50_1"
  lay_top_cells: "clkdlybuf4s50_1 (113), dfrtp_1 (51), and2_1 (41)"
  post-route-util_pct: 22.2
  syn2layout_area_growth_pct: 15.6
  postLayoutCellArea_um2: 3390
  instances_no_fill: 474
  drive_above_1_share_pct: 5.70
clocking:
  ctsLongestPathBuffers: 2
  cts_hold_buf: 0
  clkTransAtPathRegs_ns: 0.07
  worstSkewPairLatency_ns: 0.30
  cts_tree: "built"
  root_buffer: "clkbuf_16"
  cts-htree-levels: 2
  post_cts_resized: 0
  numCtsBuffers: 5
  cts.sinks: 52
  post_cts_buffers: 0
placed_design:
  place_congestion: 0.701
  place_inst: 466
  postPlaceCellArea_um2: 3230
  hpwl_mm: 6.56
  portBuffers: 114
synth:
  ys_types: 16
  syn_area_per_cell_um2: 10.5
  syn_area_um2: 2930
  ys_seq_share_pct: 44.4
  ys_seq_elements: 52
  yosys_area_um2: 2930
  ys_warn_count: 2
  ys_cells: 278
  postSynthCellCount: 278
power_and_ir_drop:
  irDropWorstVdd_mv: 0.181
  p_leak_nw: 1.47
  powerDensity_nw_per_um2: 435
global_route:
  grt_antenna_before_repair: 1
  grt_usage_pct: 7.07
  grt_pass1_wl_mm: 11.4
  grt_pass1_vias: 1704
  gr-total-overflow: 0
  grt_max_degree: 50
flow_run:
  tool_warnings: 25
  cap_violations: 0
floorplanning:
  fp.dieH_um: 145
  ios: 331
  dieArea_um2: 21000
  die_w_um: 145
  fp_util_pct: 19.2
  core_area_um2: 15300
  row_count: 45
drt:
  diodes: 0
  drt_iter0_markers: 31
  vias: 1504
  wirelength_mm: 7.77
  wl_per_cell_um: 16.4
  via_per_inst: 3.17
  drc: 0
  dr.pass1.iters: 2
  drtAntennaViolNets: 0
min_path:
  hp-class: "in -> async"
==> worst register-to-register path, cell delays in order (launching register included) <==
cell     delay [ns]
dfstp_2        0.58
ha_1           0.20
and3_1         0.18
nand4_1        0.13
xnor2_1        0.15
==> cell type report <==
| cell class | instances | area (µm²) |
|---|---|---|
| clock buffers | 5 | 125 |
| multi-input cells | 87 | 517 |
| well taps | 211 | 264 |
| repair buffers | 116 | 1150 |
| flip-flops and latches | 52 | 1300 |
| clock inverters | 3 | 27.5 |
| fillers | 1580 | 11900 |
==> flip-flops by register name (all words and copies together), names as in the netlist <==
register	cells
in_valid	1
u_data_packet_mem_writer.o_bram_din	32
u_data_packet_mem_writer.o_bram_we	1
word_counter	9
u_data_packet_mem_writer.o_bram_addr	9
==> how the worst max path moves through the flow <==
stage                       start            to  slack (ns)  cells past startpoint
final                 i_gyro_x[4]  o_packet[20]        1.04                      2
after CTS             i_gyro_x[4]  o_packet[20]        1.02                      2
after global routing  i_gyro_x[4]  o_packet[20]        1.00                      2
==> layer usage <==
| metal | routed length [µm] | vias to the layer above | GRT usage (%) |
|---|---|---|---|
| li1 | - | 640 | - |
| met1 | 2540 | 652 | 7.07 |
| met3 | 1260 | 53 | 5.20 |
| met4 | 416 | 2 | 3.52 |
| met2 | 3540 | 157 | 10.7 |
| met5 | 17 | - | 0 |
==> kinds of logic after synthesis <==
| logic type | count (synthesis) | share of synthesized area (%) |
|---|---|---|
| flip-flops | 52 | 44.4 |
| multiplexers | 1 | 0.384 |
| adder cells (fa/ha/maj) | 1 | 0.427 |
| buffers and inverters | 161 | 40.7 |
| XOR/XNOR | 8 | 2.39 |
| AND/OR/NAND/NOR | 53 | 11.4 |
| other | 2 | 0.256 |
==> where the power goes <==
part | leakage (nW) | switching (mW) | internal (mW)
registers | 0.695 | 0.0572 | 0.679
clock network | 0.0719 | 0.238 | 0.279
logic | 0.703 | 0.0646 | 0.155
==> cell usage after synthesis (all sizes together) <==
cell type,count,area (µm²)
buf,157,1180
dfrtp,51,1280
and2,42,264
clkbuf,4,15.0
nand4,4,40.0
xnor2,4,35.0
xor2,4,35.0
nand2,3,11.3
nor2,3,11.3
conb,2,7.51
and3,1,6.26
dfstp,1,26.3
ha,1,12.5
mux2,1,11.3
==> through the flow <==
step | total power, mW | setup slack (ns)
final | 1.47 | 1.04
after global routing | 1.56 | 1.00
after CTS | 1.51 | 1.02
after detailed placement | 0.976 | 1.02
after global placement | 0.971 | 1.04
after floorplan | 0.908 | 1.94
No activity file was given, so power comes from the tool's default toggle rates.
