### /design/flow/constraint.sdc
current_design sensors_top

set clk_period 27.8
set clk_io_pct 0.2

create_clock -name clk0 -period $clk_period [get_ports {clk}]

set non_clock_inputs [all_inputs -no_clocks]
set_input_delay [expr $clk_period * $clk_io_pct] -clock clk0 $non_clock_inputs
set_output_delay [expr $clk_period * $clk_io_pct] -clock clk0 [all_outputs]
### /design/flow/design.v
`timescale 1ns / 1ps
module sensors_top #(
    parameter int GPS_NMEA_MAX_BYTES = 128  
    ) (
    input   logic           clk,
    input   logic           rst,
    input   logic           i_gps_uart_rx,  
    output  logic [GPS_NMEA_MAX_BYTES*8-1:0] o_gps_nmea_out_sentence,
    output  logic [$clog2(GPS_NMEA_MAX_BYTES+1)-1:0] o_gps_nmea_out_len,
    output  logic o_gps_nmea_in_sentence
    );
    logic [7:0] w_gps_uart_rx_byte;
    logic w_gps_uart_rx_valid;
    logic w_gps_uart_byte_error;
    uart_rx gps_uart_rx(
        .clk(clk),
        .rst(rst),
        .rx(i_gps_uart_rx),
        .rx_byte(w_gps_uart_rx_byte),
        .rx_valid(w_gps_uart_rx_valid),
        .byte_error(w_gps_uart_byte_error)
    );
    construct_gps_nmea_sentence #(
        .MAX_BYTES(GPS_NMEA_MAX_BYTES)
    ) u_gps_nmea (
        .clk(clk),
        .rst(rst),
        .rx_byte(w_gps_uart_rx_byte),
        .rx_valid(w_gps_uart_rx_valid),
        .out_sentence(o_gps_nmea_out_sentence),
        .out_len(o_gps_nmea_out_len),
        .in_sentence(o_gps_nmea_in_sentence)
    );
endmodule
`timescale 1ns / 1ps
module construct_gps_nmea_sentence #(
    parameter int MAX_BYTES = 128  
    )(
    input logic clk,
    input logic rst,
    input logic[7:0] rx_byte,  
    input logic rx_valid,  
    output logic[MAX_BYTES*8-1:0] out_sentence,  
    output logic[$clog2(MAX_BYTES+1)-1:0] out_len,  
    output logic in_sentence
);
    localparam int MAX_BYTES_SIZE = $clog2(MAX_BYTES+1);  
    logic[7:0] buf0 [0:MAX_BYTES-1];
    logic[7:0] buf1 [0:MAX_BYTES-1]; 
    logic buf_sel;  
    logic [MAX_BYTES_SIZE-1:0] wr_idx;
    logic[2:0] header_pos;  
    logic is_rmc;
    logic overflow;
    logic prev_was_cr = 1'b0;  
    integer i = '0;
    always_ff @(posedge clk) begin
        if (rst) begin
            buf_sel <= 1'b0;
            wr_idx <= '0;
            in_sentence <= 1'b0;
            header_pos <= '0;
            is_rmc <= 1'b0;
            out_sentence <= '0;
            out_len <= '0;
            overflow <= 1'b0;
            prev_was_cr <= 1'b0;
            for (int i = 0; i < MAX_BYTES; i++) begin
                buf0[i] = 8'd0;
                buf1[i] = 8'd0;
            end
        end else begin
            if (rx_valid) begin  
                if (!in_sentence) begin  
                    if (rx_byte == 8'h24) begin  
                        in_sentence <= 1'b1;
                        header_pos <= 3'd0;
                        is_rmc <= 1'b0;
                        overflow <= 1'b0;
                        if (buf_sel == 1'b0) begin
                            buf0['0] <= 8'h24;
                        end else begin 
                            buf1['0] <= 8'h24;
                        end
                        wr_idx <= 1;
                        prev_was_cr <= 1'b0;
                    end
                end else begin  
                    if (header_pos < 3'd6) begin  
                        header_pos <= header_pos + 1'b1;
                    end
                    prev_was_cr <= (rx_byte == 8'h0D);
                    unique case (header_pos + 3'd1)
                        3'd3: is_rmc <= (rx_byte == "R");
                        3'd4: is_rmc <= is_rmc && (rx_byte == "M");
                        3'd5: is_rmc <= is_rmc && (rx_byte == "C");
                        default: ;  
                    endcase
                    if (!overflow) begin
                        if (wr_idx < MAX_BYTES) begin  
                            if (buf_sel == 1'b0) begin
                                buf0[wr_idx] <= rx_byte;
                            end else begin
                                buf1[wr_idx] <= rx_byte;
                            end
                            wr_idx <= wr_idx + 1'b1;
                        end else begin
                            overflow <= 1'b1;
                        end
                    end
                    if (rx_byte == 8'h0A && prev_was_cr) begin  
                        in_sentence <= 1'b0;
                        if (is_rmc && !overflow) begin  
                            for (i = 0; i < MAX_BYTES; i++) begin  
                                out_sentence[i*8 +: 8] <= 8'h00;
                            end
                            for (i = 0; i < MAX_BYTES; i++) begin  
                                if (i < wr_idx) begin
                                    if (i == (wr_idx - 1)) begin
                                        out_sentence[i*8 +: 8] <= rx_byte;
                                    end else begin
                                        if (buf_sel == 1'b0) begin
                                            out_sentence[i*8 +: 8] <= buf0[i];
                                        end else begin
                                            out_sentence[i*8 +: 8] <= buf1[i];
                                        end
                                    end
                                end
                            end
                            out_len <= wr_idx;
                        end
                        buf_sel <= ~buf_sel;  
                        wr_idx <= '0;
                        header_pos <= '0;
                        is_rmc <= 1'b0;
                        overflow <= 1'b0;
                        prev_was_cr <= 1'b0;
                        if (buf_sel == 1'b0) begin
                            for (int i = 0; i < MAX_BYTES; i++) begin
                                buf0[i] = 8'd0;
                            end
                        end else begin
                            for (int i = 0; i < MAX_BYTES; i++) begin
                                buf1[i] = 8'd0;
                            end
                        end
                    end
                end
            end
        end
    end
endmodule
`timescale 1ns / 1ps
module uart_rx #(
    parameter int CLK_SPEED = 100_000_000,  
    parameter int BAUD_RATE = 9600  
    )(
    input logic clk,
    input logic rst,  
    input logic rx,  
    output logic[7:0] rx_byte,  
    output logic rx_valid,  
    output logic byte_error  
    );
    localparam int BAUD_DIV = (CLK_SPEED + BAUD_RATE/2) / BAUD_RATE;  
    localparam int CNT_BIT = $clog2(BAUD_DIV);
    logic[CNT_BIT:0] baud_cnt;
    logic[2:0] bit_idx;  
    logic[7:0] shift_reg;  
    typedef enum logic [1:0] {
        S_IDLE = 2'b00,
        S_START = 2'b01,
        S_DATA = 2'b10,
        S_STOP = 2'b11
    } state_t;
    state_t state; 
    always_ff @(posedge clk) begin
        if (rst) begin  
            state <= S_IDLE;
            baud_cnt <= '0;
            bit_idx <= 3'b0;
            shift_reg <= 8'b0;
            rx_byte <= 8'b0;
            rx_valid <= 1'b0;
            byte_error <= 0;
        end else begin
            rx_valid <= 1'b0;
            case (state)
                S_IDLE: begin
                    byte_error <= 1'b0;
                    bit_idx <= 3'b0;
                    if (rx == 1'b0) begin  
                        baud_cnt <= BAUD_DIV / 2;  
                        state <= S_START;
                    end
                end
                S_START: begin
                    if (baud_cnt != 0) begin  
                        baud_cnt <= baud_cnt - 1;
                    end else begin
                        if (rx == 1'b0) begin  
                            baud_cnt <= BAUD_DIV - 1;  
                            state <= S_DATA;
                        end else begin  
                            state <= S_IDLE;
                        end
                    end
                end
                S_DATA: begin
                    if (baud_cnt != 0) begin  
                        baud_cnt <= baud_cnt - 1;
                    end else begin
                        shift_reg[bit_idx] <= rx;
                        if (bit_idx == 3'b111) begin  
                            state <= S_STOP;
                        end else begin
                            bit_idx <= bit_idx + 1;
                        end
                        baud_cnt <= BAUD_DIV - 1;  
                    end
                end
                S_STOP: begin
                    if (baud_cnt != 0) begin  
                        baud_cnt <= baud_cnt - 1;
                    end else begin
                        if (rx == 1'b1) begin  
                            rx_byte <= shift_reg;
                            rx_valid <= 1'b1;
                            byte_error <= 1'b0;
                        end else begin  
                            byte_error <= 1'b1;
                        end
                        state <= S_IDLE;
                    end
                end
                default: state <= S_IDLE;
            endcase
        end
    end
endmodule
### /design/flow/config.mk
export PLATFORM = sky130hd
export DESIGN_NAME = sensors_top
export DESIGN_NICKNAME = sensors_top
export VERILOG_FILES = /design/flow/design.v
export SDC_FILE = /design/flow/constraint.sdc
export NUM_CORES = 4
export LEC_CHECK = 1
export CORE_AREA = 10 10 568 568
export DIE_AREA = 0 0 578 578
### /design/flow/run.sh
#!/bin/bash
# OpenROAD 26Q1-2900-gdf79404cd8, Yosys 0.63+post, stock flow scripts
make -C /OpenROAD-flow-scripts/flow DESIGN_CONFIG=/design/flow/config.mk WORK_HOME=/design/flow/orfs finish
==> node_exporter_impl.prom <==
# HELP chip_impl_metric Implementation results
# TYPE chip_impl_metric gauge
chip_impl_info{name="status",value="finished, final reports clean"} 1
chip_impl_metric{name="edf_count",unit=""} 0
chip_impl_metric{name="detail_route.wirelength",unit="µm"} 129000
chip_impl_metric{name="grt_antenna_before_repair",unit=""} 1
chip_impl_metric{name="chip_height",unit="µm"} 578
chip_impl_metric{name="dp_worst_setup_slack",unit="ns"} 18.20
chip_impl_metric{name="ir_drop",unit="µV"} 46.4
chip_impl_metric{name="vias_in_the_first_global_route",unit=""} 26656
chip_impl_metric{name="ioPinCount",unit=""} 1036
chip_impl_metric{name="gp_routability_congestion",unit=""} 0.907
chip_impl_info{name="hold-path-endpoint",value="u_gps_nmea.out_sentence[723]"} 1
chip_impl_metric{name="required",unit="ns"} 28.52
chip_impl_metric{name="tool_warnings",unit=""} 49
chip_impl_metric{name="fp_util",unit="%"} 11.0
chip_impl_info{name="min_path_type",value="reg -> reg"} 1
chip_impl_metric{name="synth_cell_type_count",unit=""} 86
chip_impl_metric{name="clock_latency",unit="ns"} 0.82
chip_impl_metric{name="avgViaCountPerCell",unit=""} 3.22
chip_impl_metric{name="timing.final.hold_violations",unit=""} 0
chip_impl_metric{name="grt_max_degree",unit=""} 202
chip_impl_metric{name="finalSetupViolations",unit=""} 0
chip_impl_metric{name="static-leakage-power",unit="nW"} 21.1
chip_impl_info{name="rr_startpoint",value="gps_uart_rx.rx_byte[2]"} 1
chip_impl_metric{name="drt_iter0_drc",unit=""} 1957
chip_impl_metric{name="yosys_area",unit="mm²"} 0.0340
chip_impl_info{name="critical_path_start",value="rst"} 1
chip_impl_metric{name="timing.critical_path.slowest_cell_delay",unit="ns"} 0.56
chip_impl_info{name="layout_top_registers",value="u_gps_nmea.out_sentence x1024, gps_uart_rx.baud_cnt x15"} 1
chip_impl_metric{name="layout_setup_ws",unit="ns"} 18.95
chip_impl_metric{name="routed_vias",unit=""} 27237
chip_impl_metric{name="largest_reg_flops",unit=""} 1024
chip_impl_metric{name="post_route_cells_drive_above_1_share",unit="%"} 6.98
chip_impl_metric{name="cp.arrival",unit="ns"} 9.57
chip_impl_metric{name="synthesis.instances",unit=""} 3290
chip_impl_info{name="worstPathCellList",value="buf_2 > inv_8 > buf_4 > buf_4 > buf_4 > buf_4 > buf_12 > and3_1"} 1
chip_impl_info{name="ys.flop_type",value="sky130_fd_sc_hd__dfxtp_1"} 1
chip_impl_metric{name="synth.ff_latch_count",unit=""} 1089
chip_impl_metric{name="die_x",unit="µm"} 578
chip_impl_metric{name="syn-mean-instance-area",unit="µm²"} 10.3
chip_impl_metric{name="detail_route.drc_violations",unit=""} 0
chip_impl_metric{name="r2r.worst_path.cells",unit=""} 9
chip_impl_info{name="clock_tree.root_cell",value="sky130_fd_sc_hd__clkbuf_16"} 1
chip_impl_metric{name="clkSinkCount",unit=""} 1089
chip_impl_metric{name="cp_max_fo",unit=""} 186
chip_impl_metric{name="tns",unit="ns"} 0
chip_impl_info{name="timing_worst_setup_path_type",value="in -> reg"} 1
chip_impl_info{name="critical_path.reg2reg.endpoint",value="u_gps_nmea.out_sentence[31]"} 1
chip_impl_metric{name="worst-slew-pin-transition",unit="ns"} 1.06
chip_impl_metric{name="route.detailed.wl_per_inst",unit="µm"} 15.2
chip_impl_metric{name="postSynth.asyncResetShare",unit="%"} 0
chip_impl_metric{name="htree_num_levels",unit=""} 3
chip_impl_info{name="holdCritStartpoint",value="u_gps_nmea.out_sentence[723]"} 1
chip_impl_metric{name="final.setup_skew",unit="ns"} 0.0431
chip_impl_metric{name="clock_transition_at_path_regs",unit="ns"} 0.06
chip_impl_metric{name="die_area",unit="mm²"} 0.334
chip_impl_metric{name="ant_nets",unit=""} 0
chip_impl_metric{name="number_of_warnings_printed_during_yosys_synthesis",unit=""} 4
chip_impl_info{name="grt_setup_unrepaired",value="false"} 1
chip_impl_metric{name="final_critical_period",unit="ns"} 8.85
chip_impl_metric{name="cts_setup_buffers",unit=""} 0
chip_impl_metric{name="synth_area",unit="mm²"} 0.0340
chip_impl_metric{name="cts_max_path_buffers",unit=""} 4
chip_impl_info{name="worstSetupEndpointType",value="flop"} 1
chip_impl_metric{name="grt_remaining_overflow",unit=""} 0
chip_impl_metric{name="post-dp-hpwl",unit="µm"} 91500
chip_impl_info{name="worst_path_dominant_cell_family",value="buffers and inverters"} 1
chip_impl_metric{name="total_clock_buffers_created_by_cts",unit=""} 121
chip_impl_info{name="crit_path_frequent_cell",value="sky130_fd_sc_hd__buf_4"} 1
chip_impl_metric{name="report.final.slew_viol_count",unit=""} 0
chip_impl_metric{name="finalClockPeriodUsage",unit="%"} 31.8
chip_impl_info{name="cts_tree",value="built"} 1
chip_impl_metric{name="slew_headroom",unit="%"} 28.8
chip_impl_metric{name="hold_path_depth",unit=""} 2
chip_impl_metric{name="max_clock_freq",unit="GHz"} 0.113
chip_impl_metric{name="drt-pass1-iter-count",unit=""} 8
chip_impl_metric{name="power_density",unit="mW/mm²"} 61.5
chip_impl_metric{name="grt_pass1_wl",unit="µm"} 185000
chip_impl_metric{name="placement_rows",unit=""} 204
chip_impl_metric{name="post_cts_hold_buffer_count",unit=""} 0
chip_impl_metric{name="cp_num_buf_inv",unit=""} 7
chip_impl_metric{name="worst_setup_slack_for_register_to_register_paths",unit="ns"} 23.09
chip_impl_metric{name="cts-resized-gates",unit=""} 0
chip_impl_metric{name="port_buffers",unit=""} 1035
chip_impl_info{name="worst_path_max_delay_cell",value="sky130_fd_sc_hd__buf_4"} 1
chip_impl_metric{name="grt_util_all_layers",unit="%"} 7.29
chip_impl_metric{name="whs",unit="ns"} 0.434
chip_impl_metric{name="area_delta_synth_final",unit="%"} 55.8
chip_impl_metric{name="drv.max_cap_violation_count",unit=""} 0
chip_impl_metric{name="yosys.stat.seqShare",unit="%"} 64.2
chip_impl_metric{name="core-area",unit="mm²"} 0.309
chip_impl_info{name="regMostFlops",value="u_gps_nmea.out_sentence"} 1
chip_impl_info{name="crit_path_start_kind",value="primary input"} 1
chip_impl_metric{name="yosys-stat-cells",unit=""} 3290
## report_power, final
group | internal [mW] | switching (mW)
Sequential | 1.56 | 0.00361
Clock | 0.963 | 0.672
Combinational | 0.0131 | 0.0431
Total | 2.54 | 0.718
## cell usage in the layout, fill, tap and decap left out, drive strengths merged, types with 7 or more instances in the layout
| cell | instances |
|---|---|
| nand4b | 7 |
| or4 | 9 |
| nor3b | 9 |
| buf | 64 |
| nor2 | 56 |
| o31ai | 41 |
| or3 | 10 |
| clkdlybuf4s50 | 1034 |
| nand2 | 376 |
| nor4 | 11 |
| nand4 | 26 |
| nor3 | 20 |
| clkbuf | 169 |
| and2 | 7 |
| a21oi | 74 |
| ha | 16 |
| a32o | 7 |
| nand2b | 7 |
| dfxtp | 1089 |
| mux2i | 9 |
| or2 | 13 |
| clkinv | 24 |
| o21ai | 283 |
| clkinvlp | 9 |
| bufinv | 10 |
| nand3 | 39 |
| a211oi | 12 |
| inv | 24 |
| and3 | 775 |
## metal layers
layer | GRT usage [%] | vias to the layer above | share of wire, %
li1 | - | 13341 | -
met1 | 9.28 | 12398 | 41
met2 | 10.7 | 1231 | 42
met3 | 3.33 | 267 | 12
met4 | 3.02 | 0 | 5.0
met5 | 0 | - | 0
## worst max path at each step
| stage | end | slack (ns) | depth (start not counted) |
|---|---|---|---|
| 4_1_cts | u_gps_nmea.out_sentence[719] | 19.11 | 8 |
| 5_1_grt | u_gps_nmea.out_sentence[766] | 18.64 | 8 |
| 6_report | u_gps_nmea.out_sentence[767] | 18.95 | 8 |
## Yosys cell counts, types with 8 or more instances
cell type,number,area (µm²)
sky130_fd_sc_hd__nor2_1,55,206
sky130_fd_sc_hd__o21ai_0,148,741
sky130_fd_sc_hd__nor3b_1,8,60.1
sky130_fd_sc_hd__o31ai_1,40,300
sky130_fd_sc_hd__dfxtp_1,1089,21800
sky130_fd_sc_hd__and3_1,775,4850
sky130_fd_sc_hd__mux2i_1,9,90.1
sky130_fd_sc_hd__or2_2,11,68.8
sky130_fd_sc_hd__or3_1,9,56.3
sky130_fd_sc_hd__or4_1,9,67.6
sky130_fd_sc_hd__nand2_1,376,1410
sky130_fd_sc_hd__clkbuf_1,245,920
sky130_fd_sc_hd__nand4_1,22,138
sky130_fd_sc_hd__nand3_1,36,180
sky130_fd_sc_hd__ha_1,16,200
sky130_fd_sc_hd__inv_1,18,67.6
sky130_fd_sc_hd__nor3_1,18,90.1
sky130_fd_sc_hd__buf_6,8,90.1
sky130_fd_sc_hd__nor4_1,9,56.3
sky130_fd_sc_hd__a211oi_1,11,82.6
sky130_fd_sc_hd__o21ai_1,135,676
sky130_fd_sc_hd__buf_2,18,90.1
sky130_fd_sc_hd__a21oi_1,73,365
## through the flow
step	utilization [%]	cells	total power, mW	instance area [µm²]
finish	17.1	8448	3.26	52900
global route	17.1	8444	3.38	52900
CTS	17.1	8444	3.31	52900
detailed placement	15.8	8227	1.66	48900
global placement	15.8	8227	1.66	48900
floorplan	-	3290	1.64	34000
## cell families (layout without fill, tap and decap cells)
kind of cell	after synthesis	in the layout	share of synthesized area [%]
AND-OR/OR-AND	475	475	8.19
XOR/XNOR	7	7	0.180
adder cells (fa/ha/maj)	16	16	0.589
buffers and inverters	300	1334	3.58
flip-flops	1089	1089	64.2
multiplexers	10	10	0.298
other	0	4	0
AND/OR/NAND/NOR	1393	1393	23.0
## area by class of cell
cell class | count | area (µm²)
fillers | 34131 | 256000
flip-flops and latches | 1089 | 21800
multi-input cells | 1901 | 11000
repair buffers | 1098 | 10900
well taps | 4120 | 5150
clock buffers | 169 | 3470
clock inverters | 48 | 592
inverters | 19 | 78.8
diodes | 4 | 10.0
## worst min-delay path, stage by stage (launching register included)
cell and delay, ns:
sky130_fd_sc_hd__dfxtp_1 0.30, sky130_fd_sc_hd__nand2_1 0.05, sky130_fd_sc_hd__nand2_1 0.04
Power is estimated from default activity; no workload was simulated.
